`/design/flow/config.mk`:
```
export PLATFORM = sky130hd
export DESIGN_NAME = Bit4FSM
export DESIGN_NICKNAME = Bit4FSM
export VERILOG_FILES = /design/flow/design.v
export SDC_FILE = /design/flow/constraint.sdc
export NUM_CORES = 4
export LEC_CHECK = 1
export CORE_AREA = 10 10 77 77
export DIE_AREA = 0 0 87 87
```
`/design/flow/constraint.sdc`:
```
current_design Bit4FSM

set clk_period 2.4
set clk_io_pct 0.2

create_clock -name clk0 -period $clk_period [get_ports {CLK}]

set non_clock_inputs [all_inputs -no_clocks]
set_input_delay [expr $clk_period * $clk_io_pct] -clock clk0 $non_clock_inputs
set_output_delay [expr $clk_period * $clk_io_pct] -clock clk0 [all_outputs]
```
`/design/flow/design.v`:
```
module Bit4FSM
(
 input wire Reset,
 input wire CLK,
 output reg Enable1,
 output reg Enable2,
 output reg EnableOut,
 output reg [1:0]ControlALU,
 output reg [1:0]ControlBus,
 output reg SetReset,
 output reg WriteBuffer
);
 reg [3:0] State;
 always @(posedge CLK)
 begin
 if(Reset ==1) begin
	State[3:0] = 4'b0000;
 end
 else begin
	case(State)
	default: begin
		Enable1 = 1;
		Enable2 = 1;
		EnableOut = 1;
		SetReset = 1;
		State = State + 1;
	end
	4'b0001: begin
		Enable2 = 0;
		SetReset = 0;
		ControlBus [1:0] = 2'b00;
		State = State + 1;
	end
	4'b0010: begin
		Enable1 = 0;
		Enable2 = 1;
		ControlBus [1:0] = 2'b10;
		State = State + 1;
	end
	4'b0011: begin
		Enable1 = 0;
		Enable2 = 0;
		EnableOut = 1;
		ControlALU = 2'b00;
		WriteBuffer = 1;
		State = State + 1;
	end
	4'b0100: begin
		Enable1 = 0;
		Enable2 = 1;
		ControlBus = 2'b01;
		WriteBuffer = 1;
		State = State + 1;
	end
	4'b0101: begin
		EnableOut = 1;
		WriteBuffer = 1;
		ControlALU = 2'b11;
		State = State + 1;
	end
	4'b0110: begin
		Enable1 = 1;
		Enable2 = 0;
		ControlBus = 2'b01;
		State = State + 1;
	end
	4'b0111: begin
		ControlALU = 2'b01;
		EnableOut = 1;
		WriteBuffer = 1;
		State = State + 1;
	end
	4'b1000: begin
		Enable1 = 1;
		Enable2 = 0;
		EnableOut = 1;
		ControlBus = 2'b01;
		State = State + 1;
	end
	4'b1001: begin
		ControlALU = 2'b10;
		EnableOut = 1;
		WriteBuffer = 1;
		State = State + 1;
	end
	4'b1010: begin
		EnableOut = 0;
		WriteBuffer = 0;
	end
	endcase
	end
end 
endmodule
```
`/design/flow/run.sh`:
```
#!/bin/bash
# OpenROAD 26Q1-2900-gdf79404cd8, Yosys 0.63+post, stock flow scripts
make -C /OpenROAD-flow-scripts/flow DESIGN_CONFIG=/design/flow/config.mk WORK_HOME=/design/flow/orfs finish
```
==> impl_metrics.xml <==
<?xml version="1.0" encoding="UTF-8"?>
<metrics>
  <group name="detailed_routing">
    <metric name="route.met2.wl" unit="µm">604</metric>
    <metric name="met3RoutedLength" unit="µm">125</metric>
    <metric name="antenna-diode-count" unit="">0</metric>
    <metric name="post_detailed_routing_wire_length" unit="mm">1.38</metric>
    <metric name="mean_number_of_vias_per_cell" unit="">4.09</metric>
    <metric name="drc" unit="">0</metric>
    <metric name="routed-via-count" unit="">569</metric>
    <metric name="dr.pass1.iters" unit="">4</metric>
    <metric name="wl_per_cell" unit="µm">9.94</metric>
    <metric name="drt_iter0_markers" unit="">49</metric>
    <metric name="detail_route.wirelength.met1" unit="µm">638</metric>
    <metric name="route.antenna.remaining_nets" unit="">0</metric>
    <metric name="highest-signal-layer" unit="">met4</metric>
  </group>
  <group name="timing">
    <metric name="layout_worst_path_cycle_share" unit="%">68.3</metric>
    <metric name="setup_tns" unit="ps">0</metric>
    <metric name="max_slew_margin" unit="%">74.8</metric>
    <metric name="period_minus_slack" unit="ps">1640</metric>
    <metric name="max_clock_freq" unit="MHz">610</metric>
    <metric name="grt_setup_unrepaired" unit="">no</metric>
    <metric name="timing.final.max_slew_violations" unit="">0</metric>
    <metric name="worst_slew_pin_slew" unit="ps">378</metric>
    <metric name="timing.final.hold_violations" unit="">0</metric>
    <metric name="worst_clock_skew" unit="ps">0.278</metric>
    <metric name="timing.final.setup_violations" unit="">0</metric>
  </group>
  <group name="global_route">
    <metric name="combined_global_route_utilization_of_all_metal_layers" unit="%">3.57</metric>
    <metric name="grt_start_max_net_pins" unit="">19</metric>
    <metric name="antenna_violations_before_repair" unit="">0</metric>
    <metric name="grt_remaining_overflow" unit="">0</metric>
    <metric name="grt_first_pass_wirelength" unit="mm">2.26</metric>
    <metric name="grt_pass1_vias" unit="">505</metric>
  </group>
  <group name="setup_path">
    <metric name="critical_path.reg2reg.endpoint" unit="">ControlBus[1]</metric>
    <metric name="critPathLaunchType" unit="">flop</metric>
    <metric name="worst_r2r_startpoint" unit="">State[0]</metric>
    <metric name="critical_path_arrival" unit="ps">1570</metric>
    <metric name="criticalPathCategory" unit="">flop to flop</metric>
    <metric name="endpoint_class_of_the_critical_path" unit="">flop</metric>
    <metric name="ff2ff_setup_slack" unit="ps">760</metric>
    <metric name="cp_data_required_time" unit="ps">2330</metric>
    <metric name="path_max_fanout" unit="">8</metric>
    <metric name="reg2reg_depth" unit="">5</metric>
  </group>
  <group name="power">
    <metric name="vdd_ir_drop_max" unit="µV">322</metric>
    <metric name="leakage" unit="nW">0.387</metric>
    <metric name="power-per-cell-area" unit="nW/µm²">577</metric>
  </group>
  <group name="run">
    <metric name="warnings" unit="">28</metric>
    <metric name="max_cap_viol_count" unit="">0</metric>
  </group>
  <group name="clock_tree">
    <metric name="clkSlewWorstSetupHoldPaths" unit="ps">50</metric>
    <metric name="cts_made_buffers" unit="">3</metric>
    <metric name="cts.repair_timing.setup_buffer_count" unit="">0</metric>
    <metric name="clockRootBuffer" unit="">sky130_fd_sc_hd__clkbuf_8</metric>
    <metric name="numClockSinks" unit="">13</metric>
    <metric name="cts_tree" unit="">built</metric>
    <metric name="clk_path_buf_depth" unit="">2</metric>
    <metric name="cts_htree_levels" unit="">1</metric>
    <metric name="post_cts_resize_count" unit="">0</metric>
    <metric name="clk-insertion-delay-late" unit="ps">230</metric>
    <metric name="cts.hold.buffers_added" unit="">0</metric>
  </group>
  <group name="logic_synthesis">
    <metric name="top_cell_area_share" unit="%">33.4</metric>
    <metric name="synth_top_cell_by_area" unit="">sky130_fd_sc_hd__edfxtp_1</metric>
    <metric name="synth.avg_cell_area" unit="µm²">10.4</metric>
    <metric name="yosysCellCount" unit="">78</metric>
    <metric name="postSynthCellCount" unit="">78</metric>
    <metric name="synth_seq_share" unit="%">43.3</metric>
    <metric name="ys_types" unit="">32</metric>
    <metric name="yosysWarnings" unit="">1</metric>
    <metric name="synth.yosys.chip_area" unit="µm²">808</metric>
    <metric name="cells_taking_the_most_area_after_synthesis" unit="">sky130_fd_sc_hd__edfxtp_1, sky130_fd_sc_hd__dfxtp_1, sky130_fd_sc_hd__ha_1</metric>
    <metric name="enable_flop_cells" unit="">9</metric>
    <metric name="syn_area" unit="µm²">808</metric>
    <metric name="synth.top_cells.by_count" unit="">sky130_fd_sc_hd__edfxtp_1, sky130_fd_sc_hd__nor2_1, sky130_fd_sc_hd__inv_1</metric>
    <metric name="async_reset_ff_share" unit="%">0</metric>
    <metric name="synth-seq-cells" unit="">13</metric>
    <metric name="synth-main-ff-cell" unit="">sky130_fd_sc_hd__edfxtp_1</metric>
  </group>
  <group name="min_path">
    <metric name="hold_path_class" unit="">flop to flop</metric>
    <metric name="min-delay-start" unit="">State[3]</metric>
    <metric name="min_delay_path_depth" unit="">2</metric>
    <metric name="hold-path-endpoint" unit="">State[3]</metric>
  </group>
  <group name="die">
    <metric name="core_area" unit="µm²">4350</metric>
    <metric name="die-width" unit="µm">87</metric>
    <metric name="core.rowCount" unit="">24</metric>
    <metric name="top_level_ports" unit="">11</metric>
    <metric name="chip_area" unit="µm²">7570</metric>
    <metric name="fp_util" unit="%">18.6</metric>
    <metric name="die_height" unit="µm">87</metric>
  </group>
  <group name="place">
    <metric name="port-buffer-count" unit="">10</metric>
    <metric name="placed_cells" unit="">135</metric>
    <metric name="dp_hpwl" unit="mm">1.07</metric>
    <metric name="gp_routability_congestion" unit="">0.812</metric>
  </group>
  <group name="status">
    <metric name="status" unit="">complete, no violations</metric>
  </group>
  <group name="final_layout">
    <metric name="post_layout_nonfiller_instances" unit="">139</metric>
    <metric name="syn2layout_area_growth" unit="%">20.6</metric>
    <metric name="layout-drive-gt1-share" unit="%">14.9</metric>
    <metric name="fillers" unit="">451</metric>
  </group>
</metrics>
==> routing by layer <==
| metal | up-vias | GRT usage (%) |
|---|---|---|
| met1 | 265 | 4.79 |
| met3 | 2 | 1.79 |
| met5 | - | 0 |
| met4 | 0 | 0.442 |
| met2 | 15 | 5.20 |
| li1 | 287 | - |
==> placed cells by master, fill, tap and decap left out, types with 2 or more instances in the layout <==
cell | synthesis | routed
sky130_fd_sc_hd__clkdlybuf4s50_1 | 0 | 10
sky130_fd_sc_hd__edfxtp_1 | 9 | 9
sky130_fd_sc_hd__nor2_1 | 9 | 9
sky130_fd_sc_hd__inv_1 | 8 | 8
sky130_fd_sc_hd__a21oi_1 | 7 | 7
sky130_fd_sc_hd__dfxtp_1 | 4 | 4
sky130_fd_sc_hd__ha_1 | 4 | 4
sky130_fd_sc_hd__mux2i_1 | 3 | 3
sky130_fd_sc_hd__o21ai_1 | 3 | 3
sky130_fd_sc_hd__clkbuf_8 | 0 | 3
sky130_fd_sc_hd__nand2_1 | 2 | 2
sky130_fd_sc_hd__o31ai_1 | 2 | 2
sky130_fd_sc_hd__o22a_1 | 2 | 2
sky130_fd_sc_hd__xor2_1 | 2 | 2
sky130_fd_sc_hd__buf_4 | 0 | 2
==> metrics by stage <==
step	hold WS [ps]	power [mW]	setup slack [ps]	instance area, µm²	utilization (%)
floorplan	533	0.351	920	808	-
global placement	510	0.379	682	930	21.4
detailed placement	507	0.381	658	930	21.4
CTS	522	0.571	764	975	22.4
global route	539	0.600	590	975	22.4
finish	515	0.562	762	975	22.4
==> cell families (layout without fill, tap and decap cells) <==
| logic type | count (synthesis) | in the layout | share of synthesized area [%] |
|---|---|---|---|
| compound gates | 20 | 20 | 17.6 |
| simple gates | 19 | 19 | 14.4 |
| buf+inv | 16 | 25 | 11.5 |
| flops | 13 | 13 | 43.3 |
| fa+ha+maj | 4 | 4 | 6.19 |
| xor+xnor | 3 | 3 | 3.25 |
| mux | 3 | 3 | 3.72 |
==> state kept, by name, summed over array words and instances (netlist names) <==
register,count
EnableOut,1
Enable2,1
ControlBus,2
State,4
ControlALU,2
SetReset,1
WriteBuffer,1
Enable1,1
==> critical path, stage by stage, from the launching register on <==
cell and delay, ps:
sky130_fd_sc_hd__dfxtp_1 350, sky130_fd_sc_hd__inv_1 90, sky130_fd_sc_hd__ha_1 390, sky130_fd_sc_hd__a21oi_1 100, sky130_fd_sc_hd__o22a_1 220, sky130_fd_sc_hd__nor2_1 180
==> cell type report <==
type | instances | area (µm²) | area share (%)
Sequential cell | 13 | 350 | 35.9
Inverter | 9 | 33.8 | 3.47
Timing Repair Buffer | 12 | 115 | 11.8
Clock buffer | 4 | 45.0 | 4.62
Tap cell | 52 | 65.1 | 6.68
Multi-Input combinational cell | 49 | 365 | 37.5
==> worst max-delay path by stage <==
stage                 slack (ps)     start       endpoint  cells past startpoint
after CTS                    760  State[0]  ControlBus[1]                      5
after global routing         590  State[0]      EnableOut                      5
final                        760  State[0]  ControlBus[1]                      5
==> where the power goes <==
group          internal [mW]  switching, mW
logic                 0.0527         0.0556
registers              0.258        0.00981
clock network          0.117         0.0692
total                  0.427          0.135
Power is estimated from default activity; no workload was simulated.
