==> flow/design.v <==
module CLK_divider(CLK,SLW_CLK);
input CLK;
output reg SLW_CLK;
reg [24:0] count;
always @ (posedge CLK) begin
if(count == 25'b1011111010111100001000000) begin  
	count = 25'b0000000000000000000000000;
	SLW_CLK = ~SLW_CLK;
end
count = count + 25'b0000000000000000000000001;
end 
endmodule 
module Counter(
    input Reset, CLK, Stop,Start,
    output[3:0] Out
);
reg [3:0] Count;
reg state;
always @(posedge CLK) begin
    if (Reset == 1) begin
        Count = 4'b0000;
    end 
	 else begin
			 if (Stop == 0)begin
				  state = 0;
			 end
			 if (Start == 0)begin
				  state = 1;
			 end
			 if(state == 1)begin 
				 if (Count == 4'b1001) begin
					  Count = 4'b0000;
				 end 
				 else begin
					  Count = Count + 4'b0001;
				 end 
			 end
			 else begin
				 Count = Count;
			 end
	end
end
assign Out[3:0] = Count[3:0];
endmodule 
module DFF_4(D,CLK,Reset,Q);
input wire CLK, Reset;
input wire [3:0] D;
output reg [3:0] Q;
always@ (posedge CLK) 
begin
	if(Reset == 1) begin
		Q<=4'b0000;
	end
	else begin
		Q<=D;
	end
end
endmodule 
module SevenSegment(bcd,seven_seg);
input [3:0] bcd;
output reg [6:0] seven_seg;
reg [6:0] seven_seg2;
always @*
 begin
  case (bcd)
   4'b0000 : begin
	seven_seg = ~7'b1111110;
	seven_seg2 = ~7'b0000000;
	end
   4'b0001 : begin 
	seven_seg = ~7'b0110000;
   seven_seg2 = ~7'b0000000;
	end
   4'b0010 : begin 
	seven_seg = ~7'b1101101; 
	seven_seg2 = ~7'b0000000;
	end
   4'b0011 : begin 
	seven_seg = ~7'b1111001; 
	seven_seg2 = ~7'b0000000;
	end
   4'b0100 : begin 
	seven_seg = ~7'b0110011; 
	seven_seg2 = ~7'b0000000;
	end
   4'b0101 : begin 
	seven_seg = ~7'b1011011; 
	seven_seg2 = ~7'b0000000;
	end
   4'b0110 : begin 
	seven_seg = ~7'b1011111; 
	seven_seg2 = ~7'b0000000;
	end
   4'b0111 : begin 
	seven_seg = ~7'b1110000; 
	seven_seg2 = ~7'b0000000;
	end
   4'b1000 : begin 
	seven_seg = ~7'b1111111; 
	seven_seg2 = ~7'b0000000;
	end
   4'b1001 : begin 
	seven_seg = ~7'b1110011; 
	seven_seg2 = ~7'b0000000;
	end
	4'b1010 : begin 
	seven_seg = ~7'b1111110; 
	seven_seg2 = ~7'b0110000;
	end
   4'b1011 : begin 
	seven_seg = ~7'b0110000; 
	seven_seg2 = ~7'b0110000;
	end
   4'b1100 : begin 
	seven_seg = ~7'b1101101; 
	seven_seg2 = ~7'b0110000;
	end
   4'b1101 : begin 
	seven_seg = ~7'b1111001; 
	seven_seg2 = ~7'b0110000;
	end
   4'b1110 : begin 
	seven_seg = ~7'b0110011; 
	seven_seg2 = ~7'b0110000;
	end
	4'b1111 : begin 
	seven_seg = ~7'b1011011; 
	seven_seg2 = ~7'b0110000;
	end
   default : begin 
	seven_seg = ~7'b0000000; 
	seven_seg2 = ~7'b0000000;end
  endcase
 end
endmodule
module StopWatch(CLK,Reset,Stop,Start,Out);
input CLK, Reset, Stop, Start;
output wire [6:0] Out;
wire [3:0] Q;
wire [3:0] D;
wire SLW_CLK;
CLK_divider divider
(	
	 .CLK(CLK),
	 .SLW_CLK(SLW_CLK)
);
Counter counter_0
 (
	  .Reset(Reset),
	  .CLK(SLW_CLK),
	  .Start(Start),
	  .Stop(Stop),
	  .Out(D)
 );
DFF_4 storage
 (
    .D(D),
    .CLK(SLW_CLK),
    .Reset(Reset),
    .Q(Q)
 );
 SevenSegment display
 (
	  .bcd(Q),
	  .seven_seg(Out)
);
endmodule
==> flow/run.sh <==
#!/bin/bash
# OpenROAD 26Q1-2900-gdf79404cd8, Yosys 0.63+post, stock flow scripts
make -C /OpenROAD-flow-scripts/flow DESIGN_CONFIG=/design/flow/config.mk WORK_HOME=/design/flow/orfs finish
==> flow/config.mk <==
export PLATFORM = sky130hd
export DESIGN_NAME = StopWatch
export DESIGN_NICKNAME = StopWatch
export VERILOG_FILES = /design/flow/design.v
export SDC_FILE = /design/flow/constraint.sdc
export NUM_CORES = 4
export LEC_CHECK = 1
export CORE_UTILIZATION = 30
==> flow/constraint.sdc <==
current_design StopWatch

set clk_period 4.0
set clk_io_pct 0.2

create_clock -name clk0 -period $clk_period [get_ports {CLK}]

set non_clock_inputs [all_inputs -no_clocks]
set_input_delay [expr $clk_period * $clk_io_pct] -clock clk0 $non_clock_inputs
set_output_delay [expr $clk_period * $clk_io_pct] -clock clk0 [all_outputs]
==> reports/metrics.cfg <==
[routing]
ant_nets=0
initialDrtViolationCount=31
diodes=0
drc=0
drtPass1Iterations=4
wire_per_inst_um=10.8
routed_wl_um=2970
vias=1343
via_per_inst=4.90

[clock_network]
cts_resized=0
post-cts-setup-buffers=0
clock_latency_ns=0.26
cts_root_buffer=clkbuf_8
cts_tree=yes
cts-hold-fix-buffers=0
numCtsBuffers=3
cts_buffer_depth=2
h-tree-depth=1
clkSlewWorstSetupHoldPaths_ns=0.09

[sta]
period_minus_slack_ns=1.89
slew_headroom=0.703
setup_viol=0
slew_viol_final=0
period_used_share=0.473
unclocked_regs=12
rsz0062_at_grt=false
clock_skew_ns=0.00593
final_hold_viol_count=0
max_slew.worst_pin.slew_ns=0.445
tns_ns=0
setup_slack_ns=2.11
untimed_endpoints=20
timing.fmax_ghz=0.528

[critical_path]
crit_slowest_cell=or4_1
cp-start-kind=flip-flop
max_stage_delay_ns=0.60
rr_startpoint=divider.count[0]
critPathBufInv=0
cp.required_ns=4.20
crit_path_end_kind=flip-flop
path_class=reg -> reg
cp_max_fo=8
r2r_slack_ns=2.11
arrival_ns=2.10
startpoint=divider.count[0]
cp_num_cells=5
r2r_end=divider.count[18]
crit_family=simple AND/OR/NAND/NOR gates
cp_cell_sequence=ha_1 -> nand2_1 -> or4_1 -> or3_1 -> a21oi_1
r2r_cells=5

[logic_synthesis]
ys_types=35
yosys_cells=197
ys_area_sq_um=1770
synthCells=197
yosys_register_bits=38
ys_seq_share=0.442
avgSynthCellArea_sq_um=8.97
synthesis.area_sq_um=1770
ys.warnings.count=4

[grt]
grt_pass1_vias=1227
grt_pass1_wl_um=5300
grt_max_degree=17
grt_usage=0.106
antenna_found_initial=0
grt_overflow=0

[worst_hold_path]
min_path_cells=1
holdPathEnd=divider.count[0]
hold_path.class=reg -> reg
holdCritStartpoint=divider.count[0]

[pwr]
p_leak_nw=0.729
pwr_density_cell_nw_per_um2=220
p_total_mw=0.435
vdd_ir_drop_max_mv=0.199

[layout]
syn_to_final_growth_pct=11.8
stdcell_count=274
drive_above_1_share=0.0297
final_area_sq_um=1980

[die]
rows=27
die_w_um=78.7
core_util_floorplan=0.315
top_level_ports=11
die_area_sq_um=6200
fp.dieH_um=78.7
core_sq_um=5610

[placed_design]
gp_congestion=0.818
dp_slack_ns=2.13
place_inst=270
io_buffers=10
dp_hpwl_um=2150
placed_area_sq_um=1920

[job]
warnings=30
cap_violations=0

[status]
status=complete, no violations

## kinds of logic (layout without fill, tap and decap cells)
| family | count (synthesis) | count (layout) | share of synthesized area |
|---|---|---|---|
| flip-flops | 38 | 38 | 0.442 |
| buffers and inverters | 23 | 28 | 0.0503 |
| AND-OR/OR-AND | 36 | 36 | 0.126 |
| AND/OR/NAND/NOR | 71 | 71 | 0.220 |
| multiplexers | 4 | 4 | 0.0227 |
| XOR/XNOR | 18 | 18 | 0.0892 |
| adder cells (fa/ha/maj) | 7 | 7 | 0.0496 |
## through the flow
step | util | hold WS (ns)
global route | 0.352 | 0.467
global placement | 0.342 | 0.423
detailed placement | 0.342 | 0.427
CTS | 0.352 | 0.448
finish | 0.352 | 0.442
floorplan | - | 0.397
## cell usage after synthesis
library cell  instances  area share
and4_1                3       0.015
nor4b_1               3       0.015
a211oi_1              1      0.0043
edfxtp_1              2       0.034
o22ai_1               2      0.0071
nand3_1              13       0.037
or4_1                 2      0.0085
nor2b_1               4       0.014
inv_1                14       0.030
a32o_1                1      0.0057
or3_1                 4       0.014
dfxtp_1              36        0.41
buf_2                 2      0.0057
mux2i_1               4       0.023
nor4_1                3       0.011
and3_1                3       0.011
ha_1                  7       0.050
nand4_1               4       0.014
a2bb2oi_1             2      0.0099
a221oi_1              2      0.0099
clkbuf_1              7       0.015
nand2b_1              2      0.0071
o221a_1               1      0.0064
xor2_1                8       0.040
a21oi_1               9       0.025
a22oi_1               1      0.0043
o21ai_0              15       0.042
or4b_1                1      0.0057
nand2_1              12       0.025
nand4_2               1      0.0071
a211o_1               1      0.0050
xnor2_1              10       0.050
nor2_1               13       0.028
a21bo_2               1      0.0057
nor3_1                3      0.0085
## worst max-delay path by stage
stage,endpoint
final,divider.count[18]
after CTS,divider.count[18]
after global routing,divider.count[20]
## layout by cell type, fill, tap and decap left out, types with 4 or more instances in the layout
cell and n:
ha_1 7, xor2_1 8, xnor2_1 10, inv_1 14, nand2_1 12, clkdlybuf4s50_1 10, clkbuf_8 4, nand4_1 4
a21oi_1 9, or3_1 4, o21ai_0 15, nor2b_1 4, dfxtp_1 36, mux2i_1 4, nand3_1 13, nor2_1 13
## report_power, final
group | total (mW) | leakage, nW | switching [mW] | internal, mW
clock network | 0.164 | 0.0288 | 0.0762 | 0.0878
registers | 0.260 | 0.312 | 0 | 0.260
logic | 0.0108 | 0.389 | 0.00542 | 0.00536
## layout make-up
type	instances	area, sq um
Multi-Input combinational cell	136	897
Timing Repair Buffer	10	100
Clock buffer	4	55.1
Sequential cell	38	781
Fill cell	601	3630
Inverter	14	52.6
Tap cell	72	90.1
## state kept, by name (all words and copies together) (netlist names)
signal,flops
Out,7
counter_0.Count,4
divider.SLW_CLK,1
counter_0.state,1
divider.count,25
## per-layer routing
layer	vias up	share of wire	routed length [um]	global-route usage
met5	-	0	0	0
met4	0	0.011	34	0.0111
met3	4	0.032	94	0.0152
met2	20	0.45	1350	0.178
met1	612	0.50	1500	0.151
li1	707	-	-	-
## worst register-to-register path, cell delays in order (launching register included)
cell     delay, ns
dfxtp_1       0.41
ha_1          0.25
nand2_1       0.08
or4_1         0.60
or3_1         0.35
a21oi_1       0.14
Power is estimated from default activity; no workload was simulated.
