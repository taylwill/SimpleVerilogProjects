===== flow/constraint.sdc =====
current_design mustangFSM

set clk_period 2.7
set clk_io_pct 0.2

create_clock -name clk0 -period $clk_period [get_ports {CLK}]

set non_clock_inputs [all_inputs -no_clocks]
set_input_delay [expr $clk_period * $clk_io_pct] -clock clk0 $non_clock_inputs
set_output_delay [expr $clk_period * $clk_io_pct] -clock clk0 [all_outputs]

===== flow/config.mk =====
export PLATFORM = sky130hd
export DESIGN_NAME = mustangFSM
export DESIGN_NICKNAME = mustangFSM
export VERILOG_FILES = /design/flow/design.v
export SDC_FILE = /design/flow/constraint.sdc
export NUM_CORES = 4
export LEC_CHECK = 1
export CORE_AREA = 10 10 71 71
export DIE_AREA = 0 0 81 81

===== flow/design.v =====
module mustangFSM
(
	input wire RIGHT,
	input wire LEFT,
	input wire HAZ,
	input wire RESET,
	input wire CLK,
	output reg [2:0] lightR,
	output reg [2:0] lightL
);
 reg [3:0] State;
 initial begin
 State[3:0] = 4'b0000;
 lightR[2:0] = 3'b000;
 lightL[2:0] = 3'b000;
 end
 always @(posedge CLK)
 begin
	 if(RESET == 1) begin
		State[3:0] = 4'b0000;
		lightR [2:0] = 3'b000;
		lightL [2:0] = 3'b000;
	 end
	 else begin
		case(State)
			default: begin
				lightR [2:0] = 3'b000;
				lightL [2:0] = 3'b000;
				if(HAZ == 0) begin
					State[3:0] = 4'b0001;
				end 
				else begin
					if(RIGHT == 0) begin
						State[3:0] = 4'b0010;
					end 
					if(LEFT == 0) begin
							State[3:0] = 4'b0101;
					end
				end
			end
			4'b0001: begin
				lightR [2:0] = 3'b111;
				lightL [2:0] = 3'b111;
				State[3:0] = 4'b0000;
			end
			4'b0010: begin
				if(HAZ == 0) begin
					State[3:0] = 4'b0001;
				end
				else begin
					lightR [2:0] = 3'b001;
					lightL [2:0] = 3'b000;
					State = State + 1;
				end
			end
			4'b0011: begin
				if(HAZ == 0) begin
					State[3:0] = 4'b0001;
				end
				else begin
					lightR [2:0] = 3'b011;
					lightL [2:0] = 3'b000;
					State = State + 1;
				end
			end
			4'b0100: begin
				if(HAZ == 0) begin
					State[3:0] = 4'b0001;
				end
				else begin
					lightR [2:0] = 3'b111;
					lightL [2:0] = 3'b000;
					State[3:0] = 4'b0000;
				end
			end
			4'b0101: begin
				if(HAZ == 0) begin
					State[3:0] = 4'b0001;
				end
				else begin
					lightR [2:0] = 3'b000;
					lightL [2:0] = 3'b001;
					State = State + 1;
				end
			end
			4'b0110: begin
				if(HAZ == 0) begin
					State[3:0] = 4'b0001;
				end
				else begin
					lightR [2:0] = 3'b000;
					lightL [2:0] = 3'b011;
					State = State + 1;
				end
			end
			4'b0111: begin
				if(HAZ == 0) begin
					State[3:0] = 4'b0001;
				end
				else begin
					lightR [2:0] = 3'b000;
					lightL [2:0] = 3'b111;
					State[3:0] = 4'b0000;
				end
			end
		endcase
	end
end	
endmodule

===== flow/run.sh =====
#!/bin/bash
# OpenROAD 26Q1-2900-gdf79404cd8, Yosys 0.63+post, stock flow scripts
make -C /OpenROAD-flow-scripts/flow DESIGN_CONFIG=/design/flow/config.mk WORK_HOME=/design/flow/orfs finish

==> metrics.csv <==
stage,metric,value,unit
status,status,completed,
cts,cts.repair_timing.setup_buffer_count,0,
yosys,synth_warnings,1,
global_route,global_route.peak_usage_layer,met2,
cts,maximum_count_of_clock_buffers_along_a_single_path,2,
cts,htree_levels,1,
die,placementRows,22,
yosys,synth-edff-count,0,
cts,cts_resized,0,
yosys,synth-seq-area-share,32.26,%
yosys,area_reported_by_yosys_stat,620.6,um2
sta,finalClockPeriodUsage,68.59,%
sta,setup_repair_after_global_routing_missed_its_margin,no,
setup_path,cp_data_arrival_time,1.97,ns
placement,port_buffers,10,
route,post-route-drc-count,0,
cts,holdBufCountCts,0,
route,routed_wire_length_per_instance,10.95,um
sta,fin_skew,0.003520,ns
setup_path,crit_type,reg -> reg,
cts,ctsRootBufferMaster,sky130_fd_sc_hd__clkbuf_8,
sta,setup-tns-final,0,ns
yosys,ys_cells,73,
yosys,dominantRegCellSynth,sky130_fd_sc_hd__dfxtp_1,
global_route,globalRouteMet3Util,1.225,%
global_route,globalRouteMet2Util,7.086,%
flow_run,warnings,28,
die,floorplan.core_util,17.08,%
cts,clkSinkCount,10,
hold_path,hp-class,reg -> reg,
placement,gp_congestion,0.8634,
route,detail_route.wirelength,1.434,mm
power,power_per_cell_area,609.0,mW/mm2
sta,fmax,540.0,MHz
yosys,post-synth-top-area-cell,sky130_fd_sc_hd__dfxtp_1,
final_layout,final_util,22.35,%
global_route,global_route_wire_length_before_repair,2.463,mm
yosys,post_synthesis_cell_area,620.6,um2
setup_path,cp-start-kind,flip-flop,
global_route,first_global_vias,545,
yosys,netlist_cell_types,31,
final_layout,layout-drive-gt1-share,12.05,%
setup_path,crit_path_end_kind,flip-flop,
yosys,synth_cells,73,
route,antenna_violating_nets_post_route,0,
sta,worst_pin_slew,0.5122,ns
final_layout,layout.cells.most_common_list,"10 x sky130_fd_sc_hd__dfxtp_1, 10 x sky130_fd_sc_hd__clkdlybuf4s50_1, 9 x sky130_fd_sc_hd__nand2_1",
sta,final_hold_violation_count,0,
die,die-width,81,um
setup_path,critical_path_peak_fanout,10,
global_route,overflow,0,
placement,post-dp-hpwl,1.070,mm
die,dieArea,0.006561,mm2
yosys,flops_latches_synth,10,
placement,pre_cts_ws,0.8025,ns
sta,setup_ws,0.8481,ns
sta,finalSetupViolations,0,
setup_path,timing.critical_path.required,2.82,ns
yosys,synthDominantCellAreaShare,32.26,%
cts,tritoncts.num_buffers,3,
global_route,antenna_found_initial,0,
route,antenna_cells,0,
global_route,groute.usage.overall,4.457,%
route,vias_per_cell,4.252,
yosys,syn_avg_cell_area,8.501,um2
route,first_iter_violations,17,
sta,timing.slew.headroom,65.74,%
yosys,post_synth_main_area_contributors,"sky130_fd_sc_hd__dfxtp_1 32%, sky130_fd_sc_hd__ha_1 8.1%, sky130_fd_sc_hd__mux2i_1 8.1%",
global_route,gr-usage-met1,5.969,%
global_route,pin_count_of_the_biggest_net_entering_global_routing,15,
flow_run,drv.max_cap_violation_count,0,
sta,timing_max_transition_violations_final,0,
die,fp.dieH,81,um
cts,cts.reportedPaths.clkPinSlew,0.05,ns
die,floorplan.io_pins,11,
route,dr.pass1.iters,5,
route,num_vias,557,
sta,time_the_final_worst_path_needs_with_i_o_delays_and_setup,1.852,ns
final_layout,synthToLayoutAreaGrowth,30.85,%
power,worst_vdd_rail_ir_drop,275.5,uV
cts,clkLatencyLatePin,0.24,ns
die,core_region_area,0.003633,mm2
yosys,async_reset_ff_share,0,%
power,power_leakage,0.2753,nW
cts,tritoncts,yes,
-- critical path, stage by stage, from the launching register on --
cell,delay (ns)
sky130_fd_sc_hd__dfxtp_1,0.34
sky130_fd_sc_hd__inv_1,0.11
sky130_fd_sc_hd__ha_1,0.34
sky130_fd_sc_hd__o21ai_2,0.11
sky130_fd_sc_hd__a211oi_4,0.52
sky130_fd_sc_hd__mux2i_1,0.25
sky130_fd_sc_hd__nor2_1,0.06
-- worst paths after layout --
check | startpoint | end | slack (ns) | cells past startpoint
max | State[1] | lightL[1] | 0.85 | 6
min | lightR[2] | lightR[2] | 0.45 | 2
max reg2reg | State[1] | lightL[1] | 0.85 | 6
min reg2reg | lightR[2] | lightR[2] | 0.45 | 2
-- cell usage after synthesis, types with 2 or more instances --
cell and instances:
sky130_fd_sc_hd__or3_1 2, sky130_fd_sc_hd__ha_1 4, sky130_fd_sc_hd__nand2_1 9, sky130_fd_sc_hd__clkbuf_1 2, sky130_fd_sc_hd__dfxtp_1 10, sky130_fd_sc_hd__o22ai_1 2
sky130_fd_sc_hd__inv_1 4, sky130_fd_sc_hd__o211ai_1 2, sky130_fd_sc_hd__nand2b_1 2, sky130_fd_sc_hd__nor2_1 4, sky130_fd_sc_hd__a21oi_1 8, sky130_fd_sc_hd__mux2i_1 5
-- through the flow --
stage,instances,hold slack (ns),cell area [um2],power (W)
after global placement,127,0.4506,757.0,0.0003046
after detailed placement,127,0.4513,757.0,0.0003061
after global routing,131,0.4797,812.0,0.0005202
after floorplan,73,0.4173,620.6,0.0002631
after CTS,131,0.4584,812.0,0.0004968
final,131,0.4522,812.0,0.0004945
-- routing by layer --
layer | vias to the layer above | wire [um]
li1 | 280 | -
met1 | 257 | 676
met2 | 18 | 673
met3 | 2 | 74
met4 | 0 | 8
met5 | - | 0
-- kinds of logic after synthesis --
kind of cell | after synthesis | synth area share (%)
AOI/OAI and AO/OA | 24 | 28.83
adders and majority gates | 4 | 8.065
buffers and inverters | 8 | 6.249
DFF | 10 | 32.26
muxes | 5 | 8.065
and+or+nand+nor | 22 | 16.53
-- layout make-up --
cell class | instances | area, um2
clock buffers | 4 | 55.05
flip-flops and latches | 10 | 200.2
fillers | 409 | 2821
repair buffers | 10 | 100.1
inverters | 4 | 15.01
well taps | 48 | 60.06
multi-input cells | 55 | 381.6
-- report_power, final --
part / switching [W] / total [W] / internal [W] / leakage [nW]
clock: 0.0000624 / 0.000191 / 0.000128 / 0.0288
sequential: 0.0000130 / 0.000177 / 0.000164 / 0.0821
combinational: 0.0000591 / 0.000126 / 0.0000671 / 0.164
-- state kept, by name, indices dropped and copies added, names as in the netlist --
signal	count
State	4
lightR	3
lightL	3
Power is estimated from default activity; no workload was simulated.
